[/design/flow/config.mk]
export PLATFORM = sky130hd
export DESIGN_NAME = biu
export DESIGN_NICKNAME = biu
export VERILOG_FILES = /design/flow/design.v
export SDC_FILE = /design/flow/constraint.sdc
export NUM_CORES = 4
export LEC_CHECK = 1
export CORE_AREA = 10 10 136 136
export DIE_AREA = 0 0 146 146
[/design/flow/constraint.sdc]
current_design biu

set clk_period 6.6
set clk_io_pct 0.2

create_clock -name clk0 -period $clk_period

set non_clock_inputs [all_inputs -no_clocks]
set_input_delay [expr $clk_period * $clk_io_pct] -clock clk0 $non_clock_inputs
set_output_delay [expr $clk_period * $clk_io_pct] -clock clk0 [all_outputs]
[/design/flow/design.v]
`timescale 1ns/1ps
module biu (
    input clk,
    input reset,
    input [31:0] daddr,
    input [31:0] dwdata,
    input [3:0] dwe,
    output [31:0] drdata,
    output [31:0] daddr1,
    output [31:0] dwdata1,
    output [3:0]  dwe1,
    input  [31:0] drdata1,
    output [31:0] daddr2,
    output [31:0] dwdata2,
    output [3:0]  dwe2,
    input  [31:0] drdata2,
    input [31:0] drdata3
);
    assign drdata = (daddr[31:22] == {8'h00, 2'b00}) ? drdata1 : 
                    (daddr[31:3] == {28'h0080000,1'b0}) ? drdata2 : 
                    (daddr[31:5] == {24'h004000, 3'b000}) ? drdata3 : 0;
    assign daddr1 = daddr;           
    assign dwdata1 = dwdata;         
    assign dwe1 = (daddr[31:18] == {12'h000,2'b00}) ? dwe : 0;               
    assign daddr2 = daddr;           
    assign dwdata2 = dwdata;         
    assign dwe2 = (daddr[31:2] == {28'h0080000,2'b00}) ? dwe : 0;              
endmodule
[/design/flow/run.sh]
#!/bin/bash
# OpenROAD 26Q1-2900-gdf79404cd8, Yosys 0.63+post, stock flow scripts
make -C /OpenROAD-flow-scripts/flow DESIGN_CONFIG=/design/flow/config.mk WORK_HOME=/design/flow/orfs finish
==> flow_summary_export.csv <==
group,metric,value,unit
placed_design,dpl.hpwl,8430,µm
die,die_w,146,µm
placed_design,place_congestion,0.783,
grt,grt-ovfl-total,0,
die,die_h,146,µm
yosys,synth_cell_types,23,
grt,grt_pass1_vias,2455,
detailed_routing,wl,9910,µm
final_timing,fmax,0.182,GHz
yosys,synth_seq_share,0,%
yosys,ys_chip_area,1980,µm²
power_and_ir_drop,p_leak,1.21,nW
cts,holdBufCountCts,0,
grt,track_usage,8.65,%
critical_path,max_stage_delay,0.67,ns
detailed_routing,drt-initial-drc-count,45,
cts,cts.repair.resized,0,
detailed_routing,via_count,2182,
final_timing,finalCriticalPeriod,5.48,ns
cts,post_cts.repair.setup_buffers,0,
final_timing,setup_ws,1.12,ns
yosys,syn-cell-area,1980,µm²
die,chip_area,21300,µm²
final_timing,period_used_share,83.1,%
die,core,15700,µm²
finish,nClkBuffers,0,
placed_design,dp_cells,572,
critical_path,path_class,"in -> out",
critical_path,arrival,4.16,ns
detailed_routing,via_per_inst,3.81,
placed_design,io_buffers,230,
finish,area_delta_synth_final,76.1,%
detailed_routing,diodes,0,
yosys,ys_cells,267,
critical_path,critPathSlowestCell,"nand4_4",
critical_path,end_kind,"output port",
placed_design,preCtsSetupSlack,1.08,ns
power_and_ir_drop,vdd_drop_max,0.0000141,V
die,placementRows,46,
detailed_routing,drc_errors,0,
finish,drive_gt1_share,4.21,%
final_timing,finalHoldViolations,0,
yosys,yosysWarnings,0,
yosys,syn_area_per_cell,7.41,µm²
critical_path,cp_cell_sequence,"clkdlybuf4s50_1 -> nor4_2 -> nand4_4 -> o32ai_1 -> clkdlybuf4s50_1",
detailed_routing,drtAntennaViolNets,0,
critical_path,worstPathRequired,5.28,ns
yosys,syn_inst,267,
final_timing,tightest_slew,0.836,ns
final_timing,finalMaxSlewViolations,0,
finish,stdcell_count,572,
status,status,"completed",
final_timing,finalSetupTns,0,ns
detailed_routing,first_pass_iters,4,
final_timing,whs,2.64,ns
run,drv_cap,0,
finish,regArea,0,µm²
detailed_routing,avgRoutedWirePerCell,17.3,µm
die,fp-utilization,12.6,%
critical_path,worstSetupStartpointType,"input pin",
min_path,hold_class,"in -> out",
final_timing,setup_viol,0,
grt,grt_pass1_wl,14800,µm
power_and_ir_drop,p_per_area,41.1,nW/µm²
finish,flop-count,0,
grt,grt_max_degree,37,
die,ios,334,
critical_path,cp_common_cell,"clkdlybuf4s50_1",
run,warnings,34,
critical_path,critical_path.max_fanout,36,
final_timing,grt_setup_unrepaired,"no",
final_timing,slew_headroom,44.2,%
grt,antenna_found_initial,0,
==> logic make-up after synthesis <==
family | share of synthesized area (%)
buffers and inverters | 62.3
AND-OR/OR-AND | 27.6
AND/OR/NAND/NOR | 10.1
==> power by group <==
part / internal, W / total (W) / leakage [nW] / switching, W
clock: 0 / 0 / 0 / 0
combinational: 0.000107 / 0.000143 / 1.21 / 0.0000364
sequential: 0 / 0 / 0 / 0
total: 0.000107 / 0.000143 / 1.21 / 0.0000364
==> critical path, delay by kind of cell <==
kind	cells	cell delay, ns
simple gates	2	1.29
compound gates	1	0.50
buf+inv	2	1.03
==> layer usage <==
layer	up-vias	global-route usage, %	part of all wire [%]
met3	42	4.17	13
met4	0	3.00	4.0
met5	-	0	0
met2	166	15.6	50
li1	1000	-	-
met1	974	8.42	33
==> per-stage QoR <==
stage	area (µm²)	power (W)	util [%]
2_1_floorplan	1980	0.0000671	-
3_3_place_gp	3480	0.000143	22.2
3_5_place_dp	3480	0.000145	22.2
4_1_cts	3480	0.000146	22.2
5_1_grt	3480	0.000154	22.2
6_report	3480	0.000143	22.2
==> Yosys cell counts, drive strengths merged <==
master,n,area [µm²]
nor2b,1,6.26
nor4b,1,23.8
nand4,1,21.3
o32ai,32,295
nor3,1,5.00
dlymetal6s2s,2,25.0
nor4,9,83.8
nand2b,1,6.26
nor2,2,7.51
and3,5,31.3
buf,137,1050
inv,36,135
a22oi,32,250
nand3,2,15.0
clkbuf,5,22.5
==> area by class of cell <==
class              count  area (µm²)
repair buffers       233        2320
multi-input cells     87         753
inverters             36         135
fillers             1684       12200
well taps            216         270
==> path summary, 6_finish.rpt <==
check       start     endpoint  slack (ns)  cells past startpoint
max     daddr[29]   drdata[27]        1.12                      5
min    dwdata[11]  dwdata1[11]        2.64                      0
==> cell usage in the layout, fill, tap and decap left out <==
cell,instances
nand4_4,1
nor2_1,2
o32ai_2,2
a22oi_2,2
and3_1,5
nor4_2,2
clkdlybuf4s50_1,230
nor3_1,1
nor2b_2,1
buf_4,3
nor4_1,6
a22oi_1,30
nand2b_1,1
nor4_4,1
nor4b_4,1
inv_1,36
o32ai_1,30
nand3_2,2
Power figures rest on the tool's default switching activity, not on a simulated workload.
